`design/flow/run.sh`:
```
#!/bin/bash
# OpenROAD 26Q1-2900-gdf79404cd8, Yosys 0.63+post, stock flow scripts
make -C /OpenROAD-flow-scripts/flow DESIGN_CONFIG=/design/flow/config.mk WORK_HOME=/design/flow/orfs finish
```
`design/flow/config.mk`:
```
export PLATFORM = sky130hd
export DESIGN_NAME = ALU2
export DESIGN_NICKNAME = ALU2
export VERILOG_FILES = /design/flow/design.v
export SDC_FILE = /design/flow/constraint.sdc
export NUM_CORES = 4
export LEC_CHECK = 1
export CORE_AREA = 10 10 101 101
export DIE_AREA = 0 0 111 111
```
`design/flow/constraint.sdc`:
```
current_design ALU2

set clk_period 6.4
set clk_io_pct 0.2

create_clock -name clk0 -period $clk_period

set non_clock_inputs [all_inputs -no_clocks]
set_input_delay [expr $clk_period * $clk_io_pct] -clock clk0 $non_clock_inputs
set_output_delay [expr $clk_period * $clk_io_pct] -clock clk0 [all_outputs]
```
`design/flow/design.v`:
```
module ALU2 #(
    parameter N = 4
) (
    input [N-1:0] x,y, input [2:0] sel, output reg [2*N-1:0] out
);
    always @(*) begin
        case (sel)
           3'b000 : out = x+y;
           3'b001 : out = x-y;
           3'b010 : out = x*y;
           3'b011 : out = x/y;
           3'b100 : out = x^y;
           3'b101 : out = x%y;
           3'b110 : out = x << 1;
           3'b111 : out = x >> 1;
            default: out = 0;
        endcase
    end
endmodule
```
==> results.rst <==
Flow metrics
------------

.. list-table::
   :header-rows: 1

   * - Metric
     - Value
   * - Worst min path class
     - primary input to primary output
   * - Total number of vias
     - 3128
   * - Worst min-delay path endpoint
     - out[0]
   * - Total number of yosys warnings
     - 1
   * - IO Pins
     - 19
   * - Critical Path Max Stage Delay
     - 480 ps
   * - Category of the critical setup timing path
     - primary input to primary output
   * - Run status
     - finished, violations left
   * - Overall power
     - 915 uW
   * - Area growth from synthesis to final layout
     - 70.3%
   * - Count of instantiated cells in the yosys netlist
     - 346
   * - Global-route wire length before repair
     - 14600 um
   * - Average cell area after synthesis
     - 7.50 sq um
   * - Registers
     - 0
   * - Area fraction of the dominant cell type after synthesis
     - 0.227
   * - Synthesized cell area
     - 0.00259 sq mm
   * - Distinct lib cells used
     - 68
   * - Filler instances
     - 705
   * - Gr usage total
     - 0.138
   * - Top-count cell post-synth
     - sky130_fd_sc_hd__ha_1
   * - Final setup margin
     - -4060 ps
   * - Total non-filler cell area in the finished layout
     - 0.00442 sq mm
   * - Internal power
     - 515 uW
   * - Cells after Synth
     - 346
   * - Combinational fraction of design power
     - 1.000
   * - CLK BUF
     - 0
   * - Core Footprint
     - 0.00813 sq mm
   * - Violated checks
     - setup timing
   * - Die height
     - 111 um
   * - Area of the chip
     - 0.0123 sq mm
   * - Final estimated routing congestion in global placement
     - 0.908
   * - Std-Cell Rows
     - 33
   * - Post-DR vias/cell
     - 5.14
   * - Final-report setup violation count
     - 8
   * - Post-route insts no fill
     - 609
   * - Number of warnings in the stage logs
     - 42
   * - Vias in the first global route
     - 3031
   * - Antenna violations before repair
     - 0
   * - Fin. max-slew vios
     - 0
   * - Switching part of the total
     - 0.437
   * - LEAKAGE
     - 2.12 nW
   * - Actual transition at the worst max-transition pin
     - 812 ps
   * - Worst IR Drop VDD
     - 143 uV
   * - Share of post-route cells with drive strength above 1
     - 0.468
   * - Setup repair after global routing missed its margin
     - true
   * - Number of inserted diodes
     - 0
   * - Detailed-route wire length
     - 9200 um
   * - Storage cell area
     - 0 sq um
   * - Net switching power figure
     - 400 uW
   * - Pre-Place Util
     - 0.319
   * - Power density cells
     - 207 mW/mm^2
   * - Crit end category
     - primary output
   * - Wire per inst
     - 15.1 um
   * - HP Start
     - y[0]
   * - Yosys top cell by area
     - sky130_fd_sc_hd__ha_1
   * - Count of antenna-violating nets left after detailed routing
     - 0
   * - Width of the die
     - 111 um
   * - Setup slack after placement
     - -4640 ps
   * - Pin count of the biggest net entering global routing
     - 23
   * - Cell count after placement
     - 555
   * - Sequential-to-total area share from yosys stat
     - 0
   * - Period minus WS final
     - 10460 ps
   * - GR Overflow Total
     - 0
   * - Most used standard cells in the synthesized netlist
     - sky130_fd_sc_hd__ha_1, sky130_fd_sc_hd__nor2_1, sky130_fd_sc_hd__nand2_1, sky130_fd_sc_hd__inv_1, sky130_fd_sc_hd__a21oi_1
   * - Max frequency
     - 0.0956 GHz
   * - Max_cap viols
     - 0
   * - Worst relative slew slack
     - 0.457
   * - Crit path arrival time
     - 9180 ps
   * - Share of power burned in the clock network
     - 0
   * - Synthesized chip area reported by yosys
     - 0.00259 sq mm
   * - Accumulated negative setup slack
     - -31400 ps
   * - Area after detailed placement
     - 0.00376 sq mm
   * - Number of buffers inserted by port buffering
     - 19
   * - DP Wirelength
     - 6530 um
   * - Critical Path Start Type
     - primary input
   * - Slowest stage cell on the critical path
     - sky130_fd_sc_hd__clkdlybuf4s50_1
   * - Final critical-path share of the clock period
     - 1.63
   * - Post-detailed-route DRC marker count
     - 0
   * - Highest fanout seen on the critical path
     - 4
   * - Cell area leaders
     - sky130_fd_sc_hd__ha_1, sky130_fd_sc_hd__fa_1, sky130_fd_sc_hd__nor2_1, sky130_fd_sc_hd__a21oi_1, sky130_fd_sc_hd__nand2_1
   * - Number of violations reported at the end of detailed-routing iteration 0
     - 171
   * - Sequential share of power
     - 0
   * - TritonRoute pass-1 iters
     - 4
   * - Final Hold Fails
     - 0
   * - Count of hold-fix buffers inserted at cts
     - 0
   * - Data required time at the worst endpoint
     - 5120 ps
   * - Hold Path Stages
     - 7
==> cells in the final DEF (no fill, tap or decap), drive strengths merged, types with 3 or more instances in the layout <==
cell type,n
clkdlybuf4s50,8
xnor2,12
nor4,4
a211oi,3
a21o,10
xor2,10
nor2b,4
o21a,7
or3,5
ha,47
nand2,29
a21oi,24
o21ai,30
conb,3
o22ai,4
nand2b,4
or2,7
mux2,7
fa,7
o211ai,5
nor2,33
inv,26
nor3,11
buf,151
mux2i,7
a221oi,3
==> how the worst max path moves through the flow <==
stage     from      to  cells after the start
6_report  y[1]  out[4]                     46
5_1_grt   y[1]  out[6]                     46
4_1_cts   y[2]  out[6]                     45
==> cell families (layout without fill, tap and decap cells) <==
group / count (synthesis) / count (layout) / share of synthesized area
multiplexers: 15 / 15 / 0.0709
adder cells (fa/ha/maj): 54 / 54 / 0.281
AND-OR/OR-AND: 109 / 109 / 0.302
XOR/XNOR: 22 / 22 / 0.0743
buffers and inverters: 35 / 191 / 0.0511
other: 1 / 3 / 0.00145
AND/OR/NAND/NOR: 110 / 110 / 0.220
==> final cells by class <==
cell class / instances / area (sq um) / area share
Multi-Input combinational cell: 313 / 2870 / 0.650
Tap cell: 105 / 131 / 0.0297
Inverter: 28 / 113 / 0.0255
Timing Repair Buffer: 163 / 1300 / 0.295
==> worst max-delay path, delay by kind of cell <==
kind            cells  cell delay [ps]
fa+ha+maj           6             1410
simple gates       12             2040
compound gates     19             2910
mux                 1              260
buf+inv             8             1280
==> metrics by stage <==
stage          utilization  hold slack (ps)
2_1_floorplan            -             2670
3_3_place_gp         0.463             3770
3_5_place_dp         0.463             3780
4_1_cts              0.514             3510
5_1_grt              0.543             3530
6_report             0.543             3380
==> layer usage <==
metal,track usage,up-vias,routed length (um)
li1,-,1585,-
met1,0.192,1474,4590
met2,0.233,59,4290
met3,0.0131,10,240
met4,0.0113,0,89
met5,0,-,0
==> power by group through the flow <==
stage | Clock [mW] | Combinational [mW] | Sequential, mW
4_1_cts | 0 | 0.809 | 0
6_report | 0 | 0.915 | 0
5_1_grt | 0 | 0.987 | 0
==> repair_timing <==
| item | 4_1_cts | 5_1_grt |
|---|---|---|
| pin swaps | 29 | 50 |
| buffers inserted | 37 | 18 |
| endpoints found under the setup margin | 8 | 8 |
| gates resized | 52 | 44 |
Power is estimated from default activity; no workload was simulated.
