==> flow/design.v <==
module ALU(x,y,z,sign,zero,carry,overflow,parity);
    input [15:0] x,y;
    output [15:0] z;
    output sign,zero,carry,parity,overflow;
    assign sign = z[15];
    assign zero = ~|z;
    assign parity = ~^z;
    assign overflow = (x[15]&y[15]&~z[15]) | (~x[15]&~y[15]&z[15]);
    assign {carry,z} = x+y;
endmodule
==> flow/run.sh <==
#!/bin/bash
# OpenROAD 26Q1-2900-gdf79404cd8, Yosys 0.63+post, stock flow scripts
make -C /OpenROAD-flow-scripts/flow DESIGN_CONFIG=/design/flow/config.mk WORK_HOME=/design/flow/orfs finish
==> flow/config.mk <==
export PLATFORM = sky130hd
export DESIGN_NAME = ALU
export DESIGN_NICKNAME = ALU
export VERILOG_FILES = /design/flow/design.v
export SDC_FILE = /design/flow/constraint.sdc
export NUM_CORES = 4
export LEC_CHECK = 1
export CORE_AREA = 10 10 75 75
export DIE_AREA = 0 0 85 85
==> flow/constraint.sdc <==
current_design ALU

set clk_period 10.6
set clk_io_pct 0.2

create_clock -name clk0 -period $clk_period

set non_clock_inputs [all_inputs -no_clocks]
set_input_delay [expr $clk_period * $clk_io_pct] -clock clk0 $non_clock_inputs
set_output_delay [expr $clk_period * $clk_io_pct] -clock clk0 [all_outputs]
==> deck_impl_summary.md <==
Flow Results at a Glance

Flow run
  – Max Cap Viol: 0
  – Number of warning messages in the logs: 33

Route
  – Count of vias placed by the detailed router: 1,098
  – First drt pass iteration count: 4
  – Post-DRT Antenna Nets: 0
  – Mean routed wirelength per cell: 12.1 um
  – DR WL met3: 216 um
  – Antenna diode count: 0
  – Vias/cell: 4.56
  – First-iteration detailed-routing DRC count: 39
  – Post-Route WL: 2.92 mm
  – Met1 Routed Length: 1.41 mm
  – Top routing layer in use: met3
  – Drt drc: 0
  – Metal2 WL: 1.29 mm

Clocking
  – Hold buffers post-CTS: 0
  – Post-CTS resize count: 0
  – Post-CTS setup buffer count: 0

Logic synthesis
  – Gate count of the mapped netlist: 143
  – Top cell type by total area after synthesis: sky130_fd_sc_hd__ha_1
  – Most instantiated cells after synthesis: 25 x sky130_fd_sc_hd__ha_1, 17 x sky130_fd_sc_hd__inv_1, 13 x sky130_fd_sc_hd__xnor2_1
  – Top area contributor share: 28.2%
  – Mean cell area of the mapped netlist: 7.75 um^2
  – Most frequent cell after synthesis: sky130_fd_sc_hd__ha_1
  – Number of cells in Yosys stat: 143
  – Count of distinct cell types in the synthesized netlist: 41
  – Leading post-synthesis cells by cell area: sky130_fd_sc_hd__ha_1 28%, sky130_fd_sc_hd__xnor2_1 10%, sky130_fd_sc_hd__inv_1 5.8%
  – Netlist Area Pre-Place: 1110 um^2
  – Seq/Total Area, Yosys: 0%
  – Synthesis Warnings: 0
  – Yosys stat chip area: 1110 um^2

Final layout
  – Sequential standard cell area: 0 um^2
  – Relative area change from synthesis to final layout: 51.0%
  – Final core occ: 41.3%
  – Clock buffer count in the final layout: 0
  – Fraction of layout instances using a drive strength above 1: 6.81%
  – Final Cell Area: 1670 um^2
  – Final sequential cell count: 0

Pwr
  – Final Power: 0.166 mW
  – Leakage power of the design: 0.755 nW
  – Worst ir drop on vdd: 0.0000469 V
  – Power per cell area: 99.0 nW/um^2

Setup path
  – Setup CP Type: input pin to output port
  – Startpoint type of the worst setup path: input pin
  – Endpoint class of the critical path: output port
  – Top fanout value on the critical path: 4
  – WP data required: 8.48 ns
  – Worst Path Arrival: 5.64 ns

Floorplan
  – Chip Width: 85 um
  – Die Y-Extent: 85 um
  – Number of top-level pins: 53
  – Number of placement rows: 23
  – Core Footprint: 4060 um^2
  – Initial Utilization: 27.3%
  – Chip area: 7230 um^2

STA
  – Final critical-path share of the clock period: 73.2%
  – Final-layout worst hold slack: 5.29 ns
  – Setup total negative slack: 0 ns
  – Max transition margin: 74.9%
  – Highest clock frequency the design can meet: 129 MHz
  – Final setup violation count: 0
  – RSZ-0062 raised after global routing: no
  – Final hold viol count: 0
  – Fin. max-slew vios: 0
  – Crit path time final: 7.76 ns
  – Pin slew with the least headroom to its limit: 0.372 ns

GRT
  – Maximum number of pins on one net before global-route repair: 11
  – Vias in the first global route: 1,129
  – First-pass GRT wire length: 4.97 mm
  – Global route overflow: 0
  – Number of antenna violations at the first check in global routing: 0
  – GRT Total Usage: 7.63%

Worst hold path
  – Hold Path Class: input pin to output port

Run status
  – Outcome: completed

Placed design
  – Placement Cell Area: 1670 um^2
  – Final Wtd Congestion: 0.813
  – Number of buffer cells added on primary ports: 53
  – Final HPWL DP: 2.68 mm
[layout make-up]
cell class                 instances  area (um^2)
tap                               50         62.6
multi-input combinational        120         1010
timing repair buffer              53          531
fill                             414         2380
inverter                          18         67.6
[routing by layer]
layer	global-route usage (%)	vias up
met1	10.3	471
met2	12.5	27
met4	0.150	0
li1	-	600
met5	0	-
met3	2.02	0
[logic make-up after synthesis]
kind of cell	Yosys count	share of synthesized area, %
AOI/OAI and AO/OA	45	30.5
adders and majority gates	26	30.0
xor gates and xnor gates	20	15.8
muxes	2	1.92
and+or+nand+nor	27	13.2
buffers and inverters	23	8.58
[path summary, 6_finish.rpt]
path / from / to / slack (ns) / cells after the start
setup / recovery: y[0] / parity / 2.84 / 15
hold / removal: x[0] / z[0] / 5.29 / 3
[power breakdown]
| group | total, mW | internal [mW] | switching (mW) |
|---|---|---|---|
| sequential | 0 | 0 | 0 |
| clock | 0 | 0 | 0 |
| combinational | 0.166 | 0.105 | 0.0606 |
[cell usage in the layout (no fill, tap or decap), drive strengths merged]
master | Yosys | final
nand3b | 1 | 1
a41oi | 1 | 1
o2111a | 1 | 1
a211oi | 2 | 2
mux2i | 1 | 1
o2111ai | 1 | 1
mux2 | 1 | 1
clkdlybuf4s50 | 0 | 53
nand3 | 2 | 2
o21ai | 11 | 11
nor2 | 8 | 8
a21oi | 10 | 10
ha | 25 | 25
o21a | 2 | 2
o211ai | 2 | 2
nand2b | 1 | 1
xnor2 | 13 | 13
or2 | 2 | 2
nor2b | 2 | 2
a21o | 9 | 9
a31o | 1 | 1
nor3b | 1 | 1
nand4 | 2 | 2
a31oi | 1 | 1
nand2 | 8 | 8
inv | 18 | 18
fa | 1 | 1
o31a | 3 | 3
xor2 | 7 | 7
o21bai | 1 | 1
[worst max-delay path: stages]
cell and delay (ns):
sky130_fd_sc_hd__clkdlybuf4s50_1 0.41, sky130_fd_sc_hd__ha_1 0.23, sky130_fd_sc_hd__inv_1 0.08, sky130_fd_sc_hd__fa_1 0.24, sky130_fd_sc_hd__nor2b_4 0.05, sky130_fd_sc_hd__o31a_1 0.27, sky130_fd_sc_hd__o31a_4 0.32, sky130_fd_sc_hd__a31oi_4 0.23
sky130_fd_sc_hd__mux2i_1 0.25, sky130_fd_sc_hd__o2111a_1 0.22, sky130_fd_sc_hd__ha_1 0.24, sky130_fd_sc_hd__xnor2_1 0.21, sky130_fd_sc_hd__xnor2_1 0.16, sky130_fd_sc_hd__xnor2_1 0.13, sky130_fd_sc_hd__clkdlybuf4s50_1 0.48
[stage by stage]
step | instances | setup slack, ns
after floorplan | 143 | 3.94
after global placement | 241 | 2.91
after detailed placement | 241 | 2.85
after CTS | 241 | 2.84
after global routing | 241 | 2.63
final | 241 | 2.84
Power and IR drop assume default switching activity.
