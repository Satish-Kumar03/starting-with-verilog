==> design/flow/design.v <==
module compare(y,a,b);
    input [3:0] a,b;
    output reg [3:0] y;
    wire t1,t2,t3,t4;
    assign t1 = ~(a[3]^b[3]);
    assign t2 = ~(a[2]^b[2]);
    assign t3 = ~(a[1]^b[1]);
    assign t4 = ~(a[0]^b[0]);
    always @(*) begin
        if(t1&t2&t3&t4)
            y = 4'b0001;   
        else if((a[3])&(~b[3]) | t1&(a[2])&(~b[2]) | t1&t2&(a[1])&(~b[1]) | t1&t2&t3&(a[0])&(~b[0]))
            y = a;         
        else
            y = b;         
    end
endmodule
==> design/flow/run.sh <==
#!/bin/bash
# OpenROAD 26Q1-2900-gdf79404cd8, Yosys 0.63+post, stock flow scripts
make -C /OpenROAD-flow-scripts/flow DESIGN_CONFIG=/design/flow/config.mk WORK_HOME=/design/flow/orfs finish
==> design/flow/config.mk <==
export PLATFORM = sky130hd
export DESIGN_NAME = compare
export DESIGN_NICKNAME = compare
export VERILOG_FILES = /design/flow/design.v
export SDC_FILE = /design/flow/constraint.sdc
export NUM_CORES = 4
export LEC_CHECK = 1
export CORE_AREA = 10 10 70 70
export DIE_AREA = 0 0 80 80
==> design/flow/constraint.sdc <==
current_design compare

set clk_period 2.6
set clk_io_pct 0.2

create_clock -name clk0 -period $clk_period

set non_clock_inputs [all_inputs -no_clocks]
set_input_delay [expr $clk_period * $clk_io_pct] -clock clk0 $non_clock_inputs
set_output_delay [expr $clk_period * $clk_io_pct] -clock clk0 [all_outputs]
==> summary.txt <==
The implementation run finished. The flow ran to the end, and the final reports show no timing, DRC or antenna violations. Yosys cell count landed at 34. For this block, wires on met1 add up to 515 um. Minimum clock period after layout landed at 2.55 ns. Total power divided by cell area landed at 181 mW/mm^2. Synthesized area per cell landed at 6.73 um^2. Proportion of power drawn by flip-flops and latches landed at 0%.

Yosys reports that the most numerous cell types are sky130_fd_sc_hd__a21oi_1 (5), sky130_fd_sc_hd__o21ai_1 (4), sky130_fd_sc_hd__nand3_1 (3). Internal power contribution landed at 55.3 uW. Leakage component of the power landed at 0.235 nW. Number of global-route vias before repair landed at 339. Wire segments on met2 add up to 420 um in the final route. Before placement the cells fill 6.70% of the core.

The final timing summary puts the cycle share of the worst path at 98.1%. Highest achievable clock rate landed at 392 MHz. After detailed routing, the number of remaining DRC violations is 0. Gate count after technology mapping landed at 34.

Pin count of the biggest net entering global routing landed at 7. After legalization and detailed placement, the total HPWL measured 723 um. Transition time at the pin with the least slew margin landed at 0.298 ns. Violation tally from detailed-route iteration zero landed at 17. There are 0 flip-flops and latches. Stage delay of the slowest cell on the critical path landed at 0.40 ns. Vertical die dimension landed at 80 um. Walking the worst path, the cells encountered are clkdlybuf4s15_2, ha_4, inv_2, or3_4, nor2_2, o21ai_1, clkdlybuf4s50_1.

Total of clock buffers placed in the layout landed at 0. Number of different library cells in the post-synthesis netlist landed at 21. Initial antenna violation count landed at 0. Detail-routed via count per cell landed at 3.32. Fraction of post-synthesis cell area in the top cell type by area landed at 10.9%. Yosys instantiated no cell more often than sky130_fd_sc_hd__a21oi_1. The layout has 387 filler cells.

Number of nets still failing antenna checks after routing landed at 0. Setup repair after global routing left no endpoint under its margin. Pin placement for this block handled 12 I/O pins. The synthesis report lists the Yosys warning total as 1. Adding up every negative setup slack in the final design gives 0 ns. Data arrives at the worst endpoint at 2.03 ns. STA lists the maximum fanout along the critical path as 4. Largest vdd supply drop landed at 0.0298 mV.

Portion of total power attributed to combinational logic landed at 100.0%. In this run the tightest slew margin relative to its limit is 80.0%. The setup path with the least slack is of type primary input to output port. The final antenna diode tally reported by the flow is 0. The first global-routing pass estimated 1530 um of wire.

After detailed routing, the met3 layer carries 65 um of wire. Summing internal, switching and leakage power gives 97.6 uW. Final hold violation count landed at 0.

Detailed routing inserted a total of 345 vias. Per the final layout report, the fraction of cells sized above drive strength 1 comes to 46.6%. Area of the mapped netlist landed at 229 um^2. Buffer and inverter count on the worst path landed at 3. The highest metal layer carrying signal wires in the routed design is met3. STA classifies the critical path startpoint as a primary input. Fraction of power consumed by the clock network landed at 0%.

STA classifies the critical path endpoint as an output port. Site row count landed at 21. Relative to the synthesized area, the layout overhead comes to 135%.

The type recorded for the worst min-delay path is primary input to output port. Summing over the stages, the warning tally comes to 33. Grouping stages by cell kind, the critical path spends the most delay in buffers and inverters. Number of endpoints failing setup at the final stage landed at 0. The stat command in Yosys gives a chip area of 229 um^2. Global routing consumed, over all layers together, 2.77% of the routing resources. Max-slew violation count landed at 0. Across the run, the number of max-cap violations was 0.

Fraction of power spent switching nets landed at 43.4%. The critical path's slowest stage uses the library cell sky130_fd_sc_hd__or3_4. Yosys attributes the largest share of cell area to sky130_fd_sc_hd__a21oi_1 (11%), sky130_fd_sc_hd__o21ai_1 (8.7%), sky130_fd_sc_hd__a211o_1 (7.7%).

For this design, the CTS-stage hold fixing added 0 buffers. Floorplan core area landed at 0.00342 mm^2. For this sky-water flow run, the detailed-routed wirelength per cell is reported as 9.63 um. Sequential cell area in the final layout landed at 0 um^2. According to the timing report, the data required time at the worst endpoint equals 2.08 ns.

For this block, the routed nets add up to 1000 um of wire. In the Yosys report, the sequential cells make up 0% of the chip area. Before antenna repair, the detailed router went through 2 iterations. Per the OpenROAD floorplan log, the width of the die is 80 um. The layout report lists the multi-input gate area as 273 um^2.

The die covers 0.00640 mm^2. Final weighted congestion of routability-driven global placement landed at 0.880. Summed over all nets, the switching power comes to 42.4 uW.

Overall overflow remaining after global route landed at 0. Per the synthesis report, the dominant area consumer among library cells is sky130_fd_sc_hd__a21oi_1. As logged by OpenROAD, the buffers inserted on ports number 12.
==> final cells by class <==
cell class	instances	share of cell area, %
inverters	3	2.09
multi-input cells	31	50.7
well taps	46	10.7
repair buffers	24	36.5
==> power groups by stage <==
stage     registers, mW  logic, mW  clock network (mW)
4_1_cts               0     0.0943                   0
5_1_grt               0      0.107                   0
6_report              0     0.0976                   0
==> final timing paths <==
check / from / to / slack [ns] / cells after the start
setup / recovery: a[3] / y[2] / 0.05 / 7
hold / removal: a[1] / y[1] / 1.63 / 4
==> timing repair <==
item | CTS | global route
gates resized | 23 | 3
buffers inserted | 1 | 2
pin swaps | 5 | 6
endpoints found under the setup margin | 4 | 2
==> per-stage QoR <==
step	utilization [%]	setup WS (ns)	cell area, um^2	instances	hold WS, ns
after floorplan	-	0.522	229	34	1.11
after global placement	13.9	-0.518	474	101	2.14
after detailed placement	13.9	-0.491	474	101	2.13
after CTS	15.3	-0.0109	523	102	1.63
after global routing	15.8	0.0130	538	104	1.70
final	15.8	0.0487	538	104	1.63
==> logic make-up (layout without fill, tap and decap cells) <==
family | Yosys count | in the layout | synth area share (%)
AOI/OAI and AO/OA | 18 | 18 | 51.9
adders and majority gates | 1 | 1 | 5.46
and+or+nand+nor | 10 | 10 | 30.1
buffers and inverters | 3 | 27 | 4.92
xor gates and xnor gates | 2 | 2 | 7.65
==> layout by cell type (no fill, tap or decap), types with 2 or more instances in the layout <==
cell                               n
sky130_fd_sc_hd__nand3_1           3
sky130_fd_sc_hd__dlygate4sd2_1     6
sky130_fd_sc_hd__xor2_2            2
sky130_fd_sc_hd__o21ai_1           4
sky130_fd_sc_hd__buf_4            12
sky130_fd_sc_hd__a21oi_1           5
sky130_fd_sc_hd__clkdlybuf4s50_1   2
sky130_fd_sc_hd__a211o_1           2
sky130_fd_sc_hd__inv_2             2
==> per-layer routing <==
| metal | GRT usage, % | up-vias |
|---|---|---|
| met5 | 0 | - |
| met4 | 0 | 0 |
| met3 | 0.341 | 0 |
| met2 | 4.82 | 8 |
| met1 | 3.77 | 158 |
| li1 | - | 179 |
Power and IR drop assume default switching activity.
